File: flow/run.sh
#!/bin/bash
# OpenROAD 26Q1-2900-gdf79404cd8, Yosys 0.63+post, stock flow scripts
make -C /OpenROAD-flow-scripts/flow DESIGN_CONFIG=/design/flow/config.mk WORK_HOME=/design/flow/orfs finish
File: flow/design.v
`timescale 1ns / 1ps
module BNE(X          ,Y          ,Z1, nEq);
    input [15:0] X,Y;
    output [15:0] Z1;
    output nEq;
    wire Cout, Ov_adders;
    FullAdder2s_16bit       Subtract_2s           (X          ,Y          ,1'b1    , Cout    ,Ov_adders ,Z1);
    or(nEq,Z1[0],Z1[1],Z1[2],Z1[3],Z1[4],Z1[5],Z1[6],Z1[7],Z1[8],Z1[9],Z1[10],Z1[11],Z1[12],Z1[13],Z1[14],Z1[15]);
endmodule
`timescale 1ns / 1ps
module FullAdder2s_16bit(x          , y         ,Cin    ,Cout    , Ov        , s);
    input [15:0] x,y;
    input Cin;
    output [15:0]s;
    output Ov;
    output Cout;
    wire [14:0]c;
    wire [15:0]a;
    xor(a[0], y[0],Cin);
    xor(a[1], y[1],Cin);
    xor(a[2], y[2],Cin);
    xor(a[3], y[3],Cin);
    xor(a[4], y[4],Cin);
    xor(a[5], y[5],Cin);
    xor(a[6], y[6],Cin);
    xor(a[7], y[7],Cin);
    xor(a[8], y[8],Cin);
    xor(a[9], y[9],Cin);
    xor(a[10], y[10],Cin);
    xor(a[11], y[11],Cin);
    xor(a[12], y[12],Cin);
    xor(a[13], y[13],Cin);
    xor(a[14], y[14],Cin);
    xor(a[15], y[15],Cin);
    FullAdder_1Bit f1(x[0] , a[0] , Cin   , c[0]   , s[0]);
    FullAdder_1Bit f2(x[1], a[1], c[0], c[1], s[1]);
    FullAdder_1Bit f3(x[2], a[2], c[1], c[2], s[2]);
    FullAdder_1Bit f4(x[3], a[3], c[2], c[3], s[3]);
    FullAdder_1Bit f5(x[4], a[4], c[3], c[4], s[4]);
    FullAdder_1Bit f6(x[5], a[5], c[4], c[5], s[5]);
    FullAdder_1Bit f7(x[6], a[6], c[5], c[6], s[6]);
    FullAdder_1Bit f8(x[7],a[7], c[6], c[7], s[7]);
    FullAdder_1Bit f9(x[8], a[8], c[7], c[8], s[8]);
    FullAdder_1Bit f10(x[9], a[9], c[8], c[9], s[9]);
    FullAdder_1Bit f11(x[10], a[10], c[9], c[10], s[10]);
    FullAdder_1Bit f12(x[11], a[11], c[10], c[11], s[11]);
    FullAdder_1Bit f13(x[12],a[12], c[11], c[12], s[12]);
    FullAdder_1Bit f14(x[13], a[13], c[12], c[13], s[13]);
    FullAdder_1Bit f15(x[14], a[14], c[13], c[14], s[14]);
    FullAdder_1Bit f16(x[15],a[15], c[14], Cout, s[15]);
    xor(Ov,c[14],Cout);
endmodule
`timescale 1ns / 1ps
module FullAdder_1Bit(x     ,y     ,Cin    ,Cout    ,s);
    input x,y,Cin;
    output Cout, s;
    wire s1,c1,c2;
    xor(s1,x,y);
    and(c1,x,y);
    xor(s,s1,Cin);
    and(c2,s1,Cin);
    or(Cout,c1,c2);
endmodule
File: flow/config.mk
export PLATFORM = sky130hd
export DESIGN_NAME = BNE
export DESIGN_NICKNAME = BNE
export VERILOG_FILES = /design/flow/design.v
export SDC_FILE = /design/flow/constraint.sdc
export NUM_CORES = 4
export LEC_CHECK = 1
export CORE_AREA = 10 10 82 82
export DIE_AREA = 0 0 92 92
File: flow/constraint.sdc
current_design BNE

set clk_period 12.6
set clk_io_pct 0.2

create_clock -name clk0 -period $clk_period

set non_clock_inputs [all_inputs -no_clocks]
set_input_delay [expr $clk_period * $clk_io_pct] -clock clk0 $non_clock_inputs
set_output_delay [expr $clk_period * $clk_io_pct] -clock clk0 [all_outputs]
==> changes_impl.md <==
## Implementation

- Vias/cell: 2.771
- I/O pin count: 49
- Most frequent cells in the layout: clkdlybuf4s50_1, inv_1, fa_1
- Switching power: 0.01638 mW
- DRT Pass-1 Iters: 2
- Leakage: 0.4855 nW
- Pins Over Slew Limit: 0
- Power density cells: 48.10 nW/µm²
- WL met1: 688 µm
- WHS: 6.089 ns
- Most numerous logic cell after layout: clkdlybuf4s50_1
- RSZ-0062 raised after global routing: no
- Largest net degree at the start of global routing: 3
- Logic gate share of total power: 100.0%
- Via count: 471
- DRC: 0
- Clock share of power: 0%
- Count of cell types in the netlist: 7
- Tot GR Track Use: 4.064%
- Crit path kind: input port to primary output
- Top cell area share: 48.28%
- Internal power: 0.03471 mW
- Setup bufs post-CTS: 0
- Worst Max-Slew Pin Slew: 0.2146 ns
- Die Wd: 92 µm
- Die area: 8464 µm²
- Hold/Removal Path Class: input port to primary output
- Fmax: 81.82 MHz
- Row cnt: 26
- P&R area growth vs syn: 82.97%
- Ant diodes: 0
- Mapped Area: 580.6 µm²
- Antenna violations before repair: 0
- Num sequential: 0
- Status: completed
- Core area: 5075 µm²
- Dpl cells: 170
- # setup viols final: 0
- Switching Fraction: 32.06%
- First-pass GRT wire length: 2.780 mm
- Final ANT Viol Nets: 0
- Wirelength, routed: 1.763 mm
- Max cap viols: 0
- Synthesis area per yosys: 580.6 µm²
- Layout cell share with drive strength beyond 1: 5.000%
- Worst hold stages: 4
- Worst EP arrival: 9.70 ns
- Hpwl dp: 1.761 mm
- GP Congestion: 0.7744
- Relative slew slack: 85.58%
- Met3 wire len: 270 µm
- Clock buffers: 0
- Starting density of the core: 11.44%
- Final Hold Viols: 0
- Port bufs: 49
- Final Cycle Share: 97.01%
- Routed length per instance: 10.37 µm
- Total tool warning count: 32
- Cells in synth_stat.txt: 67
- Number of global-route vias before repair: 563
- Post-synth top area cell: fa_1
- WP data required: 10.08 ns
- Top cells, area: fa_1, buf_4, inv_1
- Final Non-Filler Cells: 170
- Met2 WL: 805 µm
- Register Area: 0 µm²
- Synth warn: 0
- Pwr Total: 0.05109 mW
- Startpoint types: input port
- Syn Inst Count: 67
- Number of DRC markers in iteration 0: 3
- Minimum clock period after layout: 12.22 ns
- GRT overflow: 0
- Synth Seq Share: 0%
- Crit. End Element: primary output
- VDD IR-drop max: 0.01500 mV
- Syn avg cell area: 8.665 µm²
- Sequential power share: 0%
- CP Max Fanout: 2
- Die H: 92 µm
- Highest routed layer: met3
[layer usage]
metal  up-vias  global-route usage, %
li1        234                      -
met5         -                      0
met3         0                  2.306
met1       207                  4.919
met4         0                      0
met2        30                  6.588
[path summary, 6_finish.rpt]
path	startpoint	to	slack (ns)
worst max-delay path	X[0]	nEq	0.38
worst min-delay path	Y[0]	Z1[0]	6.09
[what timing repair did]
item,CTS,global route
setup endpoints to repair,1,1
resized,1,5
hold buffers,0,0
hold endpoints to repair,0,0
pin swaps,0,1
[power by group through the flow]
stage / Clock (mW) / Combinational [mW] / Sequential, mW
6_report: 0 / 0.0511 / 0
4_1_cts: 0 / 0.0523 / 0
5_1_grt: 0 / 0.0583 / 0
[cell usage after synthesis]
master and instances:
buf_4 16, ha_1 1, inv_1 30, nand4_1 4, nor4_1 1, xor3_1 1, fa_1 14
[stage by stage]
stage	instance area (µm²)	setup TNS (ns)	setup slack, ns	utilization (%)
2_1_floorplan	580.6	0	1.505	-
3_3_place_gp	1039	-0.01292	-0.01292	20.46
3_5_place_dp	1039	-0.02162	-0.02162	20.46
4_1_cts	1045	0	0.03118	20.59
5_1_grt	1062	0	0.03516	20.93
6_report	1062	0	0.3773	20.93
[final cells by class]
cell class / instances / area, µm²
Fill cell: 574 / 4013
Timing Repair Buffer: 49 / 490.5
Multi-Input combinational cell: 21 / 371.6
Inverter: 30 / 112.6
Tap cell: 70 / 87.58
[cell families after synthesis]
family	after synthesis	share of synthesized area [%]
fa+ha+maj	15	50.43
buf+inv	46	40.09
simple gates	5	5.388
xor+xnor	1	4.094
[worst max-delay path, cell delays in order]
cell and delay, ns:
clkdlybuf4s50_1 0.46, inv_1 0.04, ha_1 0.19, fa_1 0.38, fa_1 0.39, fa_2 0.36
fa_1 0.38, fa_1 0.39, fa_1 0.41, fa_2 0.36, fa_1 0.38, fa_1 0.39
fa_1 0.40, fa_2 0.39, fa_1 0.41, fa_1 0.39, fa_1 0.52, nand4_1 0.14
nor4_4 0.25, nand4_1 0.12, clkdlybuf4s50_1 0.43
No activity file was given, so power comes from the tool's default toggle rates.
